[design/flow/run.sh]
#!/bin/bash
# OpenROAD 26Q1-2900-gdf79404cd8, Yosys 0.63+post, stock flow scripts
make -C /OpenROAD-flow-scripts/flow DESIGN_CONFIG=/design/flow/config.mk WORK_HOME=/design/flow/orfs finish
[design/flow/config.mk]
export PLATFORM = sky130hd
export DESIGN_NAME = adder
export DESIGN_NICKNAME = adder
export VERILOG_FILES = /design/flow/design.v
export SDC_FILE = /design/flow/constraint.sdc
export NUM_CORES = 4
export LEC_CHECK = 1
export CORE_AREA = 10 10 90 90
export DIE_AREA = 0 0 100 100
[design/flow/constraint.sdc]
current_design adder

set clk_period 12.5
set clk_io_pct 0.2

create_clock -name clk0 -period $clk_period

set non_clock_inputs [all_inputs -no_clocks]
set_input_delay [expr $clk_period * $clk_io_pct] -clock clk0 $non_clock_inputs
set_output_delay [expr $clk_period * $clk_io_pct] -clock clk0 [all_outputs]
[design/flow/design.v]
module adder(A, B, Result);
input [31:0] A, B;
output [31:0] Result;
reg [31:0] Result;
reg [32:0] LocalCarry;
integer i;
always@(A or B)
	begin
		LocalCarry = 33'd0;
		for(i = 0; i < 32; i = i + 1)
		begin
				Result[i] = A[i]^B[i]^LocalCarry[i];
				LocalCarry[i+1] = (A[i]&B[i])|(LocalCarry[i]&(A[i]|B[i]));
		end
end
endmodule
==> summary.txt <==
Status -> complete, but fails checks
Violated checks -> negative setup slack
Core area -> 6280 µm²
Flip-flop and latch area -> 0 µm²
Fin worst setup slack -> -3.40 ns
Drt first pass iters -> 1
Final Hold Viols -> 0
Starting DRT DRC Count -> 0
Leakage -> 0.620 nW
Unique cell types -> 4
Largest family of logic cells by area -> adder cells
Count leader, synth -> fa_1
Max-area cell share -> 0.923
GRT Overall Usage -> 0.0704
Largest net degree at the start of global routing -> 2
First-pass GRT wire length -> 5380 µm
Combinational gate area -> 723 µm²
Vias in the first global route -> 973
YS chip area -> 651 µm²
Register share after synthesis -> 0
GPL Wtd Cong -> 0.790
Yosys warning count -> 1
Yosys Instances -> 36
Critical Path AT -> 13.40 ns
Simple share -> 0
Top cells by count, synth -> fa_1, inv_1, ha_1, xnor3_1
Hold depth -> 3
Flip-flops -> 0
Final Cycle Share -> 1.27
I/O pins -> 96
Area growth syn-to-layout -> 166%
Die Y-Extent -> 100 µm
Top cells, area -> fa_1, xnor3_1, inv_1
Crit Path Class -> input pin to output port
Synth Instances -> 36
Mean Syn Cell Area -> 18.1 µm²
Vias -> 723
FP Rows -> 29
Endpoints failing setup -> 11
# fillers -> 645
Max-cap violations -> 0
Critical Path RT -> 10.00 ns
Post-Synth Adder-Cell Area -> 0.942
Final slew viol count -> 0
Worst-Margin Slew -> 0.146 ns
Proportion of layout cells with a drive suffix above 1 -> 0.364
Final cell count without fillers -> 209
Hold crit path type -> input pin to output port
Via density per instance -> 3.46
Startpoint class of the critical path -> input pin
Pwr/cell area -> 46.6 nW/µm²
Die Wd -> 100 µm
CP dominant cell by count -> fa_2
Core Util at FP -> 0.104
Overall Power -> 0.0806 mW
DRC Markers -> 0
Avg WL per Cell -> 17.5 µm
Chip area -> 10000 µm²
DP Cell Count -> 209
Slew headroom -> 0.902
Largest area contributor in the netlist -> fa_1
Initial antenna violation count -> 0
Min-delay src -> B[0]
Ao+oa area frac -> 0
Antenna Violating Nets Remaining -> 0
CP max-delay cell -> fa_2
Number of antenna diodes -> 0
Peak supply drop -> 0.0233 mV
CP Capture Type -> output port
Port Buffers -> 96
WL final -> 3660 µm
Xor/xnor share -> 0.0346
Post-synthesis instance area -> 651 µm²
Grt total ovfl -> 0
Peak Freq -> 62.9 MHz
Post-DP HPWL -> 3650 µm
Mux cell area share -> 0
Setup TNS -> -21.75 ns
Tool warnings -> 35
RSZ-0062 raised after global routing -> yes
Post-CTS setup buffer count -> 0
WHS Endpoint -> Result[0]
Worst-path fanout max -> 1
Number of clock-tree buffers in the layout -> 0
Post-layout min period -> 15.90 ns
Crit-path max cell delay -> 0.43 ns
[stage by stage]
stage	utilization	area, µm²	hold WS [ns]	setup slack, ns
floorplan	-	738	5.08	-2.97
global placement	0.286	1800	6.09	-4.17
detailed placement	0.286	1800	6.10	-4.20
CTS	0.277	1740	5.67	-3.46
global route	0.276	1730	5.68	-3.70
finish	0.276	1730	5.66	-3.40
[critical path: cells and delay by family]
family	cells	cell delay, ns
adders and majority gates	31	10.59
buffers and inverters	4	0.29
[where the power goes]
part | switching (mW) | internal (mW) | total (mW)
combinational | 0.0240 | 0.0566 | 0.0806
sequential | 0 | 0 | 0
clock | 0 | 0 | 0
[cells in the final DEF (no fill, tap or decap)]
cell type	instances
inv_2	2
buf_6	2
inv_1	2
ha_4	1
xnor3_1	1
buf_2	13
fa_2	30
clkdlybuf4s50_1	79
dlygate4sd2_1	1
clkdlybuf4s15_1	1
[worst max path at each step]
stage     startpoint    endpoint  slack (ns)
4_1_cts         A[0]  Result[30]       -3.46
5_1_grt         A[0]  Result[30]       -3.70
6_report        A[0]  Result[30]       -3.40
[metal layers]
| layer | up-vias | GRT usage | part of all wire |
|---|---|---|---|
| met5 | - | 0 | 0 |
| met4 | 0 | 0 | 0 |
| met3 | 0 | 0.0694 | 0.26 |
| met2 | 95 | 0.106 | 0.39 |
| met1 | 330 | 0.0746 | 0.35 |
| li1 | 298 | - | - |
[cell type report]
type / instances / share of cell area
inverters: 4 / 0.00867
multi-input cells: 32 / 0.418
well taps: 77 / 0.0556
repair buffers: 96 / 0.518
[cell families after synthesis]
kind of cell	Yosys count
adder cells (fa/ha/maj)	31
buffers and inverters	4
XOR/XNOR	1
[what timing repair did]
item	in CTS	in global routing
hold buffers	0	0
resized	53	2
endpoints found under the setup margin	14	12
Power is estimated from default activity; no workload was simulated.
